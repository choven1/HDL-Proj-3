[design.v]
module ButtonInput (CLK_100MHz,gameOver,Up,Right,Down,Left,dir);
	input CLK_100MHz, gameOver, Up, Right, Down, Left;
	output reg [1:0] dir;
    always@(posedge CLK_100MHz) 
	begin
        if(gameOver || (Up && (dir!=2'b10))) 
            dir <= 2'b00;  
        else if(Right&&(dir!=2'b11)) 
            dir <= 2'b01;  
        else if(Down&&(dir!=2'b00)) 
            dir <= 2'b10;  
        else if(Left&&(dir!=2'b01))  
            dir <= 2'b11;  
        else 
            dir <= dir;  
    end
endmodule
module RandomPoint(CLK_100MHz, randX, randY);
	input CLK_100MHz;
	output [10:0]randX;
	output [10:0]randY;
	reg [10:0]pointX, pointY;
	always @(posedge CLK_100MHz) 
	begin
        if(pointX<760) 
            pointX <= pointX+20; 
        else
            pointX <= 20;
        if (pointY<560)
            pointY <= pointY+20;
        else		
            pointY <= 20;	
	end
	assign randX = pointX;
	assign randY = pointY;
endmodule
module Snake (CLK_100MHz,CLK_update,Reset,Go,dir,gameOver,randX,randY,VBlank,HBlank,
			  CurrentX,CurrentY,RED,GREEN,BLUE);
    input CLK_100MHz, CLK_update, Reset, VBlank, HBlank, Go;
    input [10:0] randX, randY, CurrentX, CurrentY;  
    input [1:0] dir; 
    output reg gameOver;
    output reg [3:0] RED, GREEN, BLUE;
    parameter MAXSIZE = 127;  
    reg displayArea, apple, border, snake, head, temp;
    wire R, G, B;
    reg [10:0] appleX, appleY;
    reg [10:0] snakeX[0:MAXSIZE];  
    reg [10:0] snakeY[0:MAXSIZE];  
    reg [10:0] snakeX2[0:MAXSIZE];  
    reg [10:0] snakeY2[0:MAXSIZE];  
    reg pause;
    reg [6:0] size;  
    integer i, j ,k, m; 
    always@(posedge CLK_100MHz) begin
        if (Go) pause <= 0;
        if(Reset || gameOver) begin  
            appleX <= 400;
            appleY <= 300;
            snakeX2[0] <= 100;
            snakeY2[0] <= 500;
            pause <= 1;
            size <= 3;
            for(i=1; i<MAXSIZE; i=i+1) begin
                snakeX2[i] <= 0;
                snakeY2[i] <= 0;
            end
        end
        else if (~pause) begin 
            case(dir)  
                2'b00: begin snakeY2[0] <= snakeY[0] - 20;  
                             snakeX2[0] <= snakeX[0]; end
                2'b01: begin snakeX2[0] <= snakeX[0] + 20;  
                             snakeY2[0] <= snakeY[0]; end
                2'b10: begin snakeY2[0] <= snakeY[0] + 20;  
                             snakeX2[0] <= snakeX[0]; end
                2'b11: begin snakeX2[0] <= snakeX[0] - 20;  
                             snakeY2[0] <= snakeY[0]; end
                default: begin snakeY2[0] <= snakeY[0] - 20;  
                               snakeX2[0] <= snakeX[0]; end
            endcase
            for(j=1; j<MAXSIZE; j=j+1) begin
                snakeX2[j] <= snakeX[j-1];
                snakeY2[j] <= snakeY[j-1];
            end
        end
        else begin  
            for (i=0; i<MAXSIZE; i=i+1) begin
                snakeX2[i] <= snakeX2[i];
                snakeY2[i] <= snakeY2[i];
            end
        end
        if(apple && head) begin  
            appleX <= randX;
            appleY <= randY;
            size <= (size<MAXSIZE) ? size+4: size; 
	end  
        if((border && head) || (head && snake))
            gameOver <= 1;
        else 
            gameOver <= 0;
    end
    always@(posedge CLK_update) begin 
        for(m=0; m<MAXSIZE; m=m+1) begin
          snakeX[m] <= snakeX2[m];
          snakeY[m] <= snakeY2[m];
        end
	end
    always@(*) begin
		border = (CurrentX <= 20) || (CurrentX >= 780) || (CurrentY <= 20) || (CurrentY >= 580);
		apple  = (CurrentX > appleX && CurrentX < (appleX+20)) && (CurrentY > appleY & CurrentY < (appleY+20));
        head   = (CurrentX > snakeX[0] && CurrentX < (snakeX[0]+20)) && (CurrentY > snakeY[0] && CurrentY < (snakeY[0]+20));
		temp   = 0;
		for (k=1; k<=size; k=k+1) 
			temp = temp || ((CurrentX > snakeX[k] && CurrentX < snakeX[k]+20) && (CurrentY > snakeY[k] && CurrentY < snakeY[k]+20));
		snake = temp;
    end
    assign R = apple && ~snake;
    assign G = (head || snake) && ~border;
    assign B = border;
    always@(posedge CLK_100MHz) 
    begin
        if(VBlank || HBlank) 
			{RED,GREEN,BLUE} <= 0; 
         else
			{RED,GREEN,BLUE}  <= {{4{R}},{4{G}},{4{B}}}; 
    end             
endmodule 
module UpdateClk(CLK_100MHz,CLK_update);
	input CLK_100MHz;
	output reg CLK_update;
	reg [21:0]count;	
	always@(posedge CLK_100MHz)
	begin
		if(count == 3000000) begin
			CLK_update <= ~CLK_update;
			count <= 0; end	
		else begin
			CLK_update <= CLK_update;
			count <= count + 1; end
	end
endmodule
module VGALLDriver(VS, HS, HBlank, VBlank, CurrentX, CurrentY, CLK_100MHz, Reset);
    output VS;
    output HS;
    output HBlank;
    output VBlank;     
    output [10:0] CurrentX; 
    output [10:0] CurrentY;
    input  CLK_100MHz;
    input  Reset;
    reg VS;  
    reg HS;  
    parameter SYNCLOGIC  =     0;  
    parameter HSyncWidth =    240;  
    parameter HBackPorch =    122;  
    parameter HDisplayArea = 1612;  
    parameter HFrontPorch =   106;  
    parameter HLimit =       2080;  
    parameter VSyncWidth =     6;  
    parameter VBackPorch =    21;  
    parameter VDisplayArea = 604;  
    parameter VFrontPorch =   35;  
    parameter VLimit =       666;  
    reg  [12:0] CurHPos;  
    reg  [10:0] CurVPos;  
    wire Blank;
    always @(posedge CLK_100MHz) begin
        if(Reset) begin
            CurHPos <= 0;
            CurVPos <= 0;
		  end
        else 
        if(CurHPos < HLimit-1) begin
            CurVPos <= CurVPos;
            CurHPos <= CurHPos + 1;
        end
        else begin
            CurHPos <= 0;
            if(CurVPos < VLimit-1)
                CurVPos <= CurVPos + 1;
            else
                CurVPos <= 0;
        end
    end
    always @(posedge CLK_100MHz)
        if( (CurHPos >= (HDisplayArea+HFrontPorch)) &&
            (CurHPos <  (HDisplayArea+HFrontPorch+HSyncWidth) ))
            HS <= SYNCLOGIC;
        else
            HS <= !SYNCLOGIC;
    always @(posedge CLK_100MHz) 
        if( (CurVPos >= (VDisplayArea+VFrontPorch)) &&
            (CurVPos <  (VDisplayArea+VFrontPorch+VSyncWidth) ))
            VS <= SYNCLOGIC;
        else
            VS <= !SYNCLOGIC;
   assign VBlank = (CurVPos >= VDisplayArea) ? 1 : 0;
   assign HBlank = (CurHPos >= HDisplayArea) ? 1 : 0;
    assign CurrentX = (CurHPos>>1);    
    assign CurrentY = (CurVPos);
endmodule
module FirstVGA(VS, HS, RED, GREEN, BLUE, CLK_100MHz, Reset, Go, Up, Right, Down, Left);
    output          VS, HS; 
    output [3:0]    RED, GREEN, BLUE;
    input  		    Up, Right, Down, Left;
    input           CLK_100MHz, Reset, Go;
    wire            HBlank, VBlank, CLK_update, gameOver;
    wire   [10:0]   CurrentX, CurrentY;
	wire   [10:0]	randX, randY;
	wire   [1:0]	dir;
    VGALLDriver 	vgadll(.VS(VS),.HS(HS),.VBlank(VBlank),.HBlank(HBlank),
                       .CurrentX(CurrentX),.CurrentY(CurrentY), 
                       .CLK_100MHz(CLK_100MHz),.Reset(Reset));
    Snake   	game1(.CLK_100MHz(CLK_100MHz),.CLK_update(CLK_update),.Reset(Reset),.Go(Go),.dir(dir),.gameOver(gameOver),.randX(randX),.randY(randY),.VBlank(VBlank),.HBlank(HBlank),
					 .CurrentX(CurrentX),.CurrentY(CurrentY),.RED(RED),.GREEN(GREEN),.BLUE(BLUE));
	RandomPoint	game2(.CLK_100MHz(CLK_100MHz),.randX(randX),.randY(randY));
	ButtonInput game3(.CLK_100MHz(CLK_100MHz),.gameOver(gameOver),.Up(Up),.Right(Right),.Down(Down),.Left(Left),.dir(dir));
	UpdateClk   game4(.CLK_100MHz(CLK_100MHz),.CLK_update(CLK_update));
endmodule
[run.sh]
#!/bin/bash
# OpenROAD 26Q1-2900-gdf79404cd8, Yosys 0.63+post, stock flow scripts
make -C /OpenROAD-flow-scripts/flow DESIGN_CONFIG=/design/flow/config.mk WORK_HOME=/design/flow/orfs finish
[config.mk]
export PLATFORM = sky130hd
export DESIGN_NAME = FirstVGA
export DESIGN_NICKNAME = FirstVGA
export VERILOG_FILES = /design/flow/design.v
export SDC_FILE = /design/flow/constraint.sdc
export NUM_CORES = 4
export LEC_CHECK = 1
export CORE_UTILIZATION = 40
export SYNTH_HDL_FRONTEND = slang
export SYNTH_MEMORY_MAX_BITS = 65536
[constraint.sdc]
current_design FirstVGA

set clk_period 422.6
set clk_io_pct 0.2

create_clock -name clk0 -period $clk_period [get_ports {CLK_100MHz}]

set non_clock_inputs [all_inputs -no_clocks]
set_input_delay [expr $clk_period * $clk_io_pct] -clock clk0 $non_clock_inputs
set_output_delay [expr $clk_period * $clk_io_pct] -clock clk0 [all_outputs]
==> run_summary.xml <==
<?xml version="1.0" encoding="UTF-8"?>
<metrics>
  <group name="status">
    <metric name="status" unit="">completed</metric>
  </group>
  <group name="cells_and_area">
    <metric name="layout-area-overhead-vs-synth" unit="%">9.18</metric>
    <metric name="layout_top_cell_excl_fill_tap" unit="">sky130_fd_sc_hd__ha_1</metric>
    <metric name="drive_gt1_frac" unit="">0.0378</metric>
    <metric name="most-common-layout-cells" unit="">sky130_fd_sc_hd__ha_1, sky130_fd_sc_hd__nor2_1, sky130_fd_sc_hd__inv_1</metric>
    <metric name="fillCellCount" unit="">70300</metric>
    <metric name="fin_cells" unit="">40200</metric>
    <metric name="final_core_util" unit="">0.439</metric>
  </group>
  <group name="pwr">
    <metric name="share_of_total_power_in_sequential_cells" unit="">0.475</metric>
    <metric name="power_frac_clock" unit="">0.474</metric>
    <metric name="switching_share" unit="">0.237</metric>
    <metric name="irDropWorstVdd" unit="mV">0.00315</metric>
    <metric name="power_per_cell_area" unit="nW/um^2">2.11</metric>
    <metric name="internal_power" unit="mW">0.545</metric>
    <metric name="comb_power_share" unit="">0.051</metric>
    <metric name="power.leakage" unit="nW">148</metric>
    <metric name="power_switching" unit="mW">0.169</metric>
  </group>
  <group name="yosys">
    <metric name="yosysChipArea" unit="sq um">309000</metric>
    <metric name="synth_cells" unit="">29200</metric>
    <metric name="count_of_library_flops_with_an_enable_pin" unit="">2818</metric>
    <metric name="async_flop_share" unit="">0</metric>
    <metric name="syn_area" unit="sq um">309000</metric>
    <metric name="synthDominantAreaCellType" unit="">sky130_fd_sc_hd__edfxtp_1</metric>
    <metric name="ys_seq_frac" unit="">0.459</metric>
    <metric name="postSynth.topFlopCell" unit="">sky130_fd_sc_hd__dfxtp_1</metric>
    <metric name="yosys.area.top_type_share" unit="">0.274</metric>
    <metric name="ys_types" unit="">94</metric>
    <metric name="avgSynthCellArea" unit="sq um">10.6</metric>
    <metric name="synth-warning-count" unit="">0</metric>
    <metric name="yosys-stat-cells" unit="">29200</metric>
    <metric name="netlist_top_cells_area" unit="">sky130_fd_sc_hd__edfxtp_1, sky130_fd_sc_hd__ha_1, sky130_fd_sc_hd__dfxtp_1</metric>
    <metric name="number_of_storage_elements_in_the_synthesis_netlist" unit="">5685</metric>
  </group>
  <group name="floorplan">
    <metric name="io-pin-count" unit="">21</metric>
    <metric name="design.die.area" unit="sq um">776000</metric>
    <metric name="core_region_area" unit="sq um">770000</metric>
    <metric name="fp_util" unit="">0.402</metric>
    <metric name="std_cell_rows" unit="">322</metric>
    <metric name="die_w" unit="um">881</metric>
    <metric name="dieHeight" unit="um">881</metric>
  </group>
  <group name="cts">
    <metric name="cts.clk_slew.worst_paths" unit="ns">0.06</metric>
    <metric name="hold_buf_cts" unit="">0</metric>
    <metric name="clock_tree_from_tritoncts" unit="">built</metric>
    <metric name="max-clock-path-buffers" unit="">4</metric>
    <metric name="cts_made_buffers" unit="">374</metric>
    <metric name="post_cts.repair.setup_buffers" unit="">0</metric>
    <metric name="worst_skew_pair.late_latency" unit="ns">1.05</metric>
    <metric name="cts_max_level" unit="">5</metric>
    <metric name="clock_root_buffer_master" unit="">sky130_fd_sc_hd__clkbuf_16</metric>
    <metric name="ctsResizeCount" unit="">0</metric>
  </group>
  <group name="drt">
    <metric name="wl" unit="um">810000</metric>
    <metric name="wire_per_inst" unit="um">20.1</metric>
    <metric name="drt_pre_antenna_iters" unit="">7</metric>
    <metric name="ant_nets" unit="">0</metric>
    <metric name="detail_route.drc_violations" unit="">0</metric>
    <metric name="drtIter0Drc" unit="">11900</metric>
    <metric name="post_drt_via_cell_ratio" unit="">5.34</metric>
    <metric name="vias" unit="">215000</metric>
  </group>
  <group name="setup_path">
    <metric name="worst_setup_path_end_kind" unit="">flop</metric>
    <metric name="r2r-start" unit="">vgadll.CurrentY[7]$_SDFFE_PP0P_</metric>
    <metric name="ff2ff_path_depth" unit="">21</metric>
    <metric name="critPathMaxFanout" unit="">55</metric>
    <metric name="cp_cell_sequence" unit="">clkdlybuf4s50_1, nor2_4, nand2_4, buf_4, buf_4, buf_4, buf_4, buf_4, buf_4, buf_4</metric>
    <metric name="cp_data_required_time" unit="ns">423.21</metric>
    <metric name="cp-endpoint" unit="">game1.snakeX2[0][1079]$_SDFFCE_PP0P_</metric>
    <metric name="cp_common_cell" unit="">sky130_fd_sc_hd__buf_4</metric>
    <metric name="critical_path.reg2reg.endpoint" unit="">game1.RED[0]$_SDFF_PP0_</metric>
    <metric name="cp.buffers_inverters" unit="">8</metric>
    <metric name="worstSetupPathDepth" unit="">10</metric>
    <metric name="critical-path-max-stage-delay" unit="ns">0.78</metric>
    <metric name="worst_setup_path_start_kind" unit="">primary input</metric>
    <metric name="worst-endpoint-arrival" unit="ns">90.66</metric>
    <metric name="worst-setup-path-type" unit="">in -&gt; reg</metric>
    <metric name="regToRegSetupSlack" unit="ns">414.09</metric>
    <metric name="slowest_cell_on_the_critical_path" unit="">sky130_fd_sc_hd__clkdlybuf4s50_1</metric>
    <metric name="timing.critical_path.max_delay_family" unit="">buffers and inverters</metric>
    <metric name="critical_path.startpoint" unit="">Reset</metric>
  </group>
  <group name="flow_run">
    <metric name="warnings" unit="">322</metric>
    <metric name="cap_viol_max_count" unit="">0</metric>
  </group>
  <group name="placement">
    <metric name="io_buffers" unit="">20</metric>
    <metric name="detailedPlace.worstSlack" unit="ns">331.49</metric>
    <metric name="place.detailed.hpwl" unit="um">583000</metric>
    <metric name="routabilityCongestion" unit="">0.934</metric>
    <metric name="dp.cells" unit="">39500</metric>
  </group>
  <group name="timing">
    <metric name="totalNegativeSetupSlack" unit="ns">0</metric>
    <metric name="worstMarginPinSlew" unit="ns">0.968</metric>
    <metric name="max_slew_margin" unit="">0.346</metric>
    <metric name="max_freq" unit="MHz">11.1</metric>
    <metric name="final-hold-violation-count" unit="">0</metric>
    <metric name="untimed_endpoints" unit="">2794</metric>
    <metric name="fin_crit_sh" unit="">0.213</metric>
    <metric name="drv_slew" unit="">0</metric>
    <metric name="worst_clock_skew" unit="ns">0.0924</metric>
    <metric name="final_setup_violation_count" unit="">0</metric>
    <metric name="setup_repair_after_global_routing_missed_its_margin" unit="">false</metric>
    <metric name="count_of_unclocked_register_or_latch_pins" unit="">2794</metric>
    <metric name="setup_ws" unit="ns">332.55</metric>
    <metric name="layout_min_cycle_time" unit="ns">90.05</metric>
  </group>
  <group name="global_routing">
    <metric name="overflow" unit="">0</metric>
    <metric name="number_of_antenna_violations_at_the_first_check_in_global_routing" unit="">21</metric>
    <metric name="first_global_vias" unit="">213000</metric>
    <metric name="grt_first_pass_wirelength" unit="um">1250000</metric>
    <metric name="global_route.usage.total" unit="">0.217</metric>
    <metric name="grt_start_max_net_pins" unit="">139</metric>
  </group>
  <group name="min_path">
    <metric name="worstHoldPathType" unit="">reg -&gt; reg</metric>
  </group>
</metrics>
[synthesized netlist by cell type, types with 79 or more instances]
cell,count
sky130_fd_sc_hd__nor2b_1,267
sky130_fd_sc_hd__and3_1,319
sky130_fd_sc_hd__nand2b_1,200
sky130_fd_sc_hd__nand4_1,560
sky130_fd_sc_hd__nand3_1,546
sky130_fd_sc_hd__edfxtp_1,2818
sky130_fd_sc_hd__o21a_1,413
sky130_fd_sc_hd__o21ai_0,1529
sky130_fd_sc_hd__a31oi_1,133
sky130_fd_sc_hd__or4_1,79
sky130_fd_sc_hd__nor3_1,851
sky130_fd_sc_hd__xor2_1,280
sky130_fd_sc_hd__or3_1,126
sky130_fd_sc_hd__nand2_1,490
sky130_fd_sc_hd__dfxtp_1,2867
sky130_fd_sc_hd__inv_1,3120
sky130_fd_sc_hd__a211oi_1,237
sky130_fd_sc_hd__nor4_1,175
sky130_fd_sc_hd__clkbuf_1,361
sky130_fd_sc_hd__o21bai_1,99
sky130_fd_sc_hd__a21o_1,370
sky130_fd_sc_hd__o211ai_1,232
sky130_fd_sc_hd__o31ai_1,86
sky130_fd_sc_hd__ha_1,5386
sky130_fd_sc_hd__a21oi_1,1235
sky130_fd_sc_hd__and2_1,143
sky130_fd_sc_hd__a2111oi_0,255
sky130_fd_sc_hd__o2111ai_1,169
sky130_fd_sc_hd__xnor2_1,1574
sky130_fd_sc_hd__nor2_1,3333
sky130_fd_sc_hd__nor3b_1,152
[how the worst min path moves through the flow]
stage	start	end	slack, ns	cells past startpoint
CTS	game2.randY[2]$_SDFF_PP1_	game2.randY[2]$_SDFF_PP1_	0.42	1
global route	game2.randY[2]$_SDFF_PP1_	game2.randY[2]$_SDFF_PP1_	0.43	1
finish	game2.randY[2]$_SDFF_PP1_	game2.randY[2]$_SDFF_PP1_	0.42	1
[logic make-up after synthesis]
kind of cell | after synthesis | synth area share
AND/OR/NAND/NOR | 7351 | 0.114
flip-flops | 5685 | 0.459
AND-OR/OR-AND | 5438 | 0.113
adder cells (fa/ha/maj) | 5386 | 0.218
buffers and inverters | 3498 | 0.0426
XOR/XNOR | 1854 | 0.0525
multiplexers | 3 | 0.0000971
other | 1 | 0.0000121
[registers in the layout, summed over array words and instances (netlist names), 2 cells and up]
register         flops
game1.appleX         9
game2.randY          9
game1.snakeX      1397
game1.snakeY2     1397
game1.size           5
vgadll.CurHPos      13
game1.snakeY      1397
game1.appleY         9
game2.randX          9
vgadll.CurrentY     11
game1.snakeX2     1397
game3.dir            2
game4.count         22
[final cells by class]
| type | count | area (sq um) | area share |
|---|---|---|---|
| clock inverter | 255 | 3030 | 0.00897 |
| clock buffer | 436 | 9810 | 0.0291 |
| antenna | 21 | 52.6 | 0.000156 |
| tap | 10200 | 12800 | 0.0378 |
| timing repair buffer | 481 | 4000 | 0.0118 |
| sequential | 5685 | 142000 | 0.421 |
| inverter | 3125 | 11800 | 0.0348 |
| multi-input combinational | 20000 | 154000 | 0.456 |
[metal layers]
layer | share of wire | vias up | track usage
met5 | 0.00039 | - | 0.00314
met3 | 0.090 | 1135 | 0.0755
met2 | 0.44 | 5551 | 0.330
li1 | - | 106000 | -
met4 | 0.034 | 24 | 0.0572
met1 | 0.43 | 102000 | 0.306
[power groups by stage]
| stage | Combinational [mW] | Sequential (mW) | Clock [mW] |
|---|---|---|---|
| CTS | 0.0364 | 0.340 | 0.347 |
| global route | 0.0403 | 0.341 | 0.357 |
| finish | 0.0361 | 0.339 | 0.338 |
[through the flow]
| stage | cell area (sq um) | total power [mW] | hold WS (ns) |
|---|---|---|---|
| 2_1_floorplan | 309000 | 0.419 | 0.384 |
| 3_3_place_gp | 325000 | 0.381 | 0.400 |
| 3_5_place_dp | 325000 | 0.381 | 0.403 |
| 4_1_cts | 338000 | 0.723 | 0.416 |
| 5_1_grt | 338000 | 0.738 | 0.432 |
| 6_report | 338000 | 0.714 | 0.418 |
Power is estimated from default activity; no workload was simulated.
