[./design.v]
module VGAClient(RED,GREEN,BLUE,CurrentX,CurrentY,VBlank,HBlank,SWITCH,CLK_100MHz);
    output  [3:0]   RED, GREEN, BLUE;
    input   [10:0]  CurrentX, CurrentY;
    input           VBlank, HBlank;
    input   [3:0]   SWITCH;
    input           CLK_100MHz;
    reg     [2:0]   ColorSel;
    reg     [3:0]   RED, GREEN, BLUE;
    reg     [20:0]  UglyTemp;
    always @(posedge CLK_100MHz) begin
        if(VBlank || HBlank)
            ColorSel <= SWITCH[2:0];
        else
            ColorSel <= ColorSel;
    end
    always @(VBlank,HBlank,ColorSel,CurrentX,CurrentY,SWITCH[3]) begin
        if(VBlank || HBlank)
            {RED,GREEN,BLUE}=0;  
        else if(!SWITCH[3])
            case(ColorSel)
                3'b000: {RED,GREEN,BLUE} = (CurrentX<100 || CurrentX>700 || CurrentY<100 || CurrentY>500) ? 12'hfff : 12'h000;
                3'b001: {RED,GREEN,BLUE} = (CurrentX<100 || CurrentX>700 || CurrentY<100 || CurrentY>500) ? 12'hfff : 12'h00f;
                3'b010: {RED,GREEN,BLUE} = (CurrentX<100 || CurrentX>700 || CurrentY<100 || CurrentY>500) ? 12'hfff : 12'h0f0;
                3'b011: {RED,GREEN,BLUE} = (CurrentX<100 || CurrentX>700 || CurrentY<100 || CurrentY>500) ? 12'hfff : 12'h0ff;
                3'b100: {RED,GREEN,BLUE} = (CurrentX<100 || CurrentX>700 || CurrentY<100 || CurrentY>500) ? 12'hfff : 12'hf00;
                3'b101: {RED,GREEN,BLUE} = (CurrentX<100 || CurrentX>700 || CurrentY<100 || CurrentY>500) ? 12'hfff : 12'hf0f;
                3'b110: {RED,GREEN,BLUE} = (CurrentX<100 || CurrentX>700 || CurrentY<100 || CurrentY>500) ? 12'hfff : 12'hff0;
                3'b111: {RED,GREEN,BLUE} = (CurrentX<100 || CurrentX>700 || CurrentY<100 || CurrentY>500) ? 12'hfff : 12'h777;
                default:  {RED,GREEN,BLUE} = (CurrentX<100 || CurrentX>700 || CurrentY<100 || CurrentY>500) ? 12'hfff : 12'h000;
            endcase
        else begin
            UglyTemp=CurrentX*CurrentY;
            {RED,GREEN,BLUE}=UglyTemp[11:0];    
        end
    end
 endmodule
[./run.sh]
#!/bin/bash
# OpenROAD 26Q1-2900-gdf79404cd8, Yosys 0.63+post, stock flow scripts
make -C /OpenROAD-flow-scripts/flow DESIGN_CONFIG=/design/flow/config.mk WORK_HOME=/design/flow/orfs finish
[./config.mk]
export PLATFORM = sky130hd
export DESIGN_NAME = VGAClient
export DESIGN_NICKNAME = VGAClient
export VERILOG_FILES = /design/flow/design.v
export SDC_FILE = /design/flow/constraint.sdc
export NUM_CORES = 4
export LEC_CHECK = 1
export CORE_UTILIZATION = 50
export SYNTH_HDL_FRONTEND = slang
[./constraint.sdc]
current_design VGAClient

set clk_period 6.7
set clk_io_pct 0.2

create_clock -name clk0 -period $clk_period [get_ports {CLK_100MHz}]

set non_clock_inputs [all_inputs -no_clocks]
set_input_delay [expr $clk_period * $clk_io_pct] -clock clk0 $non_clock_inputs
set_output_delay [expr $clk_period * $clk_io_pct] -clock clk0 [all_outputs]
==> job_summary.md <==
## Synthesis and layout report

| Metric | Value |
|---|---|
| Outcome | finished, violations left |
| Failing checks | setup timing |
| Async SR Flop Fraction | 0% |
| Core Area | 4500 sq um |
| Buffers on Ports | 40 |
| Worst hold path class | in2reg |
| RD Place Congestion | 0.954 |
| Pre-Repair DR Iteration Count | 4 |
| Regs by FF count | ColorSel (3) |
| F_max | 0.146 GHz |
| WL per Instance | 13.5 um |
| Flip-flops with a built-in enable | 3 |
| Worst path bufs/invs | 6 |
| Yosys warns | 0 |
| Fin area | 3540 sq um |
| First-pass GRT wire length | 10600 um |
| CTS Buffer Depth | 2 |
| Crit path setup slack, layout | -0.148 ns |
| CP Max Fanout | 4 |
| Log Warnings | 28 |
| Ant diodes | 0 |
| Crit start category | primary input |
| Synth Cell Area | 2430 sq um |
| Avg Cell Area, Syn | 7.93 sq um |
| RSZ-0062 raised after global routing | true |
| Layout cells sized above 1 | 30.7% |
| Fillers | 331 |
| Fin. max-slew vios | 0 |
| Critical Path Max Stage Delay | 0.58 ns |
| Clk slew on worst S/H paths | 0.03 ns |
| TritonCTS clock tree | done |
| Worst path cell trace | buf_6 -> buf_4 -> nand2_2 -> fa_1 -> fa_1 -> inv_1 -> fa_1 -> inv_2 -> fa_1 -> fa_2 -> inv_2 -> ha_4 -> o41a_1 -> xnor2_2 -> a211oi_2 -> buf_2 |
| Synth Instances | 306 |
| Register name with the most flops | ColorSel |
| Worst EP arrival | 5.51 ns |
| Cycle use final | 102% |
| Grt ovf | 0 |
| Max Cap Viol | 0 |
| Combinational Area | 2230 sq um |
| FP Util | 53.9% |
| Main flop type | edfxtp_1 |
| Initial drt markers | 72 |
| DIE AREA | 5130 sq um |
| DR vias | 2233 |
| TNS Setup | -0.148 ns |
| # Cells Yosys | 306 |
| I/O pin total | 41 |
| Largest net degree at the start of global routing | 14 |
| Die X | 71.7 um |
| Root buffer cell | clkbuf_8 |
| GRT Overall Usage | 27.7% |
| Slew of the pin with the lowest slew margin | 0.677 ns |
| Placed instance area | 3190 sq um |
| Initial antenna violation count | 0 |
| DP Worst Slack | -1.22 ns |
| Final-report hold violation count | 0 |
| Critical path's slowest cell | fa_2 |
| Min cycle time layout | 6.85 ns |
| Cts bufs inserted | 3 |
| FP Rows | 24 |
| Area Growth Syn to Fin | 45.9% |
| Cell Type Count | 27 |
| Max reg flops | 3 |
| FF/Latch Area | 90.1 sq um |
| Crit-path leading delay family | adder cells |
| Die Height | 71.7 um |
| CTS Hold Buffers Added | 0 |
| Ys flops | 3 |
| Setup violators final | 1 |
| Crit end category | primary output |
| Detail Route Antenna Nets | 0 |
| # clock sinks | 3 |
| Seq/Total Area, Yosys | 3.71% |
| Drt total wl | 6090 um |
| Crit path DRT | 5.36 ns |
| Post-detail-place hpwl | 4880 um |
| DR vias/cell | 4.96 |
| Fin util | 78.6% |
| Relative slew slack | 54.4% |
| YS chip area | 2430 sq um |
| Most frequent CP cell | fa_1 |
| Vias in the first global route | 2359 |
| Power Dens Cells | 279 nW/um^2 |
| Critical path class | in2out |
| Final hold slack | 1.68 ns |
| VDD IR-drop max | 0.000219 V |
| Drt drc | 0 |
| H-tree levels | 1 |
| P_leak | 1.78 nW |
cells in the mapped netlist (all sizes together), types with 3 or more instances:
library cell  count  share of area, %
nor3              6               1.2
inv              67                10
nor2b             3              0.77
o21ai             5               1.0
xnor2            15               5.7
nand2            47               7.3
ha               29                15
nor2             12               1.9
clkbuf           10               1.5
and2             30               7.7
o21a              3              0.93
edfxtp            3               3.7
a21oi            12               2.5
fa               39                32
xor2             10               3.6
final cells by class:
| cell class | instances | share of cell area [%] |
|---|---|---|
| clock buffer | 4 | 1.27 |
| inverter | 67 | 7.10 |
| multi-input combinational | 224 | 63.1 |
| sequential | 3 | 2.55 |
| tap | 52 | 1.84 |
| timing repair buffer | 100 | 24.1 |
final timing paths:
kind / cells after the start / start / endpoint / slack, ns
worst max-delay path: 16 / CurrentY[3] / RED[3] / -0.15
worst min-delay path: 1 / SWITCH[0] / ColorSel[0] / 1.68
per-stage QoR:
stage                     std cells  total power [mW]
final                           450             0.988
after global routing            450              1.09
after floorplan                 306             0.502
after global placement          433             0.767
after detailed placement        433             0.772
after CTS                       450             0.927
power breakdown:
group	internal (mW)	switching (mW)
Combinational	0.487	0.426
Sequential	0.0228	0.000776
Clock	0.0405	0.0109
Total	0.551	0.438
cells in the final DEF (no fill, tap or decap), types with 12 or more instances in the layout:
cell / instances
and2_1: 27
buf_4: 51
buf_6: 16
clkdlybuf4s50_1: 16
fa_1: 36
ha_1: 19
inv_1: 56
nand2_1: 40
nor2_1: 12
xnor2_1: 12
repair_timing:
item / CTS / global route
endpoints found under the setup margin: 7 / 6
gates resized: 117 / 25
pin swaps: 55 / 28
gates cloned: 1 / 0
buffers inserted: 12 / 1
metal layers:
metal  global-route usage [%]  up-vias  share of wire, %
met2                     42.0       78                43
met4                     2.18        0              0.99
met5                        0        -                 0
met1                     47.0     1037                49
li1                         -     1111                 -
met3                     3.71        7               6.5
cells by family (layout without fill, tap and decap cells):
group | after synthesis | count (layout) | synth area share (%)
flops | 3 | 3 | 3.71
buf+inv | 79 | 171 | 12.4
fa+ha+maj | 68 | 68 | 47.1
simple gates | 104 | 104 | 20.3
xor+xnor | 25 | 25 | 9.33
compound gates | 27 | 27 | 7.07
Power figures rest on the tool's default switching activity, not on a simulated workload.
